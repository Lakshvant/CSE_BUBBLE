## flow/run.sh

```bash
#!/bin/bash
# OpenROAD 26Q1-2900-gdf79404cd8, Yosys 0.63+post, stock flow scripts
make -C /OpenROAD-flow-scripts/flow DESIGN_CONFIG=/design/flow/config.mk WORK_HOME=/design/flow/orfs finish
```

## flow/config.mk

```make
export PLATFORM = sky130hd
export DESIGN_NAME = instruction_veda
export DESIGN_NICKNAME = instruction_veda
export VERILOG_FILES = /design/flow/design.v
export SDC_FILE = /design/flow/constraint.sdc
export NUM_CORES = 4
export LEC_CHECK = 1
export CORE_UTILIZATION = 30
```

## flow/constraint.sdc

```tcl
current_design instruction_veda

set clk_period 2.8
set clk_io_pct 0.2

create_clock -name clk0 -period $clk_period [get_ports {clk}]

set non_clock_inputs [all_inputs -no_clocks]
set_input_delay [expr $clk_period * $clk_io_pct] -clock clk0 $non_clock_inputs
set_output_delay [expr $clk_period * $clk_io_pct] -clock clk0 [all_outputs]
```

## flow/design.v

```verilog
module instruction_veda(clk, reset, mode, address, write_data, read_data, write_enable);
input clk, reset, mode, write_enable;
input [7:0] address;
input [31:0] write_data;
output reg [31:0] read_data;
reg [31:0] mem[255:0];
initial begin
mem[0]={6'b001100,5'd0,21'd0};
mem[1]={6'b000100,5'd31,5'd8,16'd0};
mem[2]={6'b000100,5'd31,5'd9,16'd0};
mem[3]={6'b000100,5'd31,5'd1,16'd11};
mem[4]={6'b000100,5'd31,5'd2,16'd11};
mem[5]={6'b000000,5'd31,5'd0,5'd10,11'd0};
mem[6]={6'b000000,5'd31,5'd0,5'd11,11'd0};
mem[7]={6'b000001,5'd30,5'd1,5'd1,5'd0,6'd0};
mem[8]={6'b000100,5'd31,5'd9,16'd0};   
mem[9]={6'b000001,5'd30,5'd2,5'd2,5'd0,6'd0};
mem[10]={6'b000000,5'd31,5'd0,5'd11,11'd0};
mem[11]={6'b001100,5'd3,5'd11,16'd0};  
mem[12]={6'b000100,5'd11,5'd11,16'd1};
mem[13]={6'b001100,5'd4,5'd11,16'd0};
mem[14]={6'b000100,5'd11,5'd11,16'd1};
mem[15]={6'b010111,5'd3,5'd4,5'd12,16'd0};                                     
mem[16]={6'b001111,5'd12,5'd31,16'd4};
mem[17]={6'b001100,5'd11,5'd3,16'b0};
mem[18]={6'b000001,5'd30,5'd11,5'd11,5'd0,6'd0};
mem[19]={6'b001100,5'd11,5'd4,16'b0};
mem[20]={6'b001100,5'd4,5'd11,16'b0};
mem[21]={6'b001110,5'd9,5'd2,16'd11};
mem[22]={6'b000100,5'd0,5'd0,16'd1};
mem[23]={6'b001110,5'd9,5'd1,16'd16};
mem[24]={6'b000100,5'd31,5'd8,16'b0};
mem[25]={6'b000100,5'd1,5'd1,16'd1};
mem[26]={6'b000100,5'd31,5'd17,16'd2};
mem[27]={6'b000100,5'd31,5'd18,16'd3};
mem[28]={6'b000100,5'd31,5'd19,16'd4};
mem[29]={6'b000100,5'd31,5'd20,16'd5};
mem[30]={6'b000100,5'd31,5'd21,16'd6};
mem[31]={6'b000100,5'd31,5'd22,16'd7};
mem[32]={6'b000100,5'd31,5'd23,16'd8};
mem[33]={6'b000100,5'd31,5'd24,16'd9};
mem[34]={6'b000100,5'd31,5'd25,16'd10};
mem[35]={6'b000100,5'd31,5'd26,16'd11};
end
always @(posedge clk or posedge reset) begin
  if (reset) begin
    read_data <= 0;
  end 
  else if (mode == 0) begin
    if (write_enable) begin
      mem[address] <= write_data;
      read_data <= write_data;
    end
  end
  else begin
    read_data <= mem[address];
  end
end
endmodule
```

==> writeup.txt <==
Per the synth log, the flip-flop and latch total comes to 8224. The most used flip-flop cell after synthesis is edfxtp_1. Before any placement, the netlist area is recorded as 0.2999 mm2. For this run, the register share of the synthesized area comes to 82.30%. The clock drives 8224 sinks. The horizontal die dimension was 1002 um; the placement row count was 366.

The root buffer cell is clkbuf_16. The stage where the flow stopped is global routing. With the number of warning messages in the yosys log at 2, the total track usage is 79.60%. With the via count of the first global-routing pass at 358738, the number of buffers created by CTS is 872. In the synthesis report, Yosys lists the chip area as 0.2999 mm2. Detailed placement reports a standard cell area of 0.3890 mm2. The logs give 1673 for the sum of overflow across all layers after global routing and 88 for the count of unique library cells instantiated by Yosys. edfxtp_1 takes more of the synthesized area than any other cell.

The floorplan step records an initial core utilization of 30.15%. The placement summary gives the final routability congestion estimate as 1.362. The number of enable flip-flop cells is 8192. The count of input and output buffers works out to 75. The run gives 76 for the count of boundary I/O pins. The run gives 16370 as the post-synthesis cell count from yosys. The run gives 1002 um for the vertical die size. In this run the deepest clock path goes through 4 buffers. Detailed placement ended at an HPWL of 2435000 um.

Of the post-synthesis cell area, the dominant cell type holds 82.04%. The flow did not finish. Synthesis produced a netlist whose cell count is 16370. By area the synthesized netlist is led by edfxtp_1, a22oi_1, a22o_1.

The fraction of registers with async set or reset after synthesis works out to 0.3891%. The first error in the log reads "[ERROR GRT-0116] Global routing finished with congestion. Check the congestion regions in the DRC Viewer". The mean instance size in the synthesized netlist came out at 18.32 um2.

The most frequently used library cell after synthesis is edfxtp_1. In the synthesized netlist, the cells that appear most often are edfxtp_1, a22oi_1, nand2_1. In this run the number of H-tree levels came out at 6. The largest net degree at the start of global routing is 106, and the first-pass GRT wire length is 4764000 um.
==> logic make-up after synthesis <==
logic type                count (synthesis)  synth area share (%)
xor gates and xnor gates                  2              0.005843
muxes                                    19               0.06551
buffers and inverters                  1084                 1.622
DFF                                    8224                 82.30
AOI/OAI and AO/OA                      4694                 11.93
and+or+nand+nor                        2347                 4.079
==> what timing repair did <==
action | CTS
hold endpoints to repair | 275
buffers inserted | 229
pin swaps | 205
resized | 904
endpoints found under the setup margin | 2359
cloned | 11
hold buffers | 28
==> per-stage QoR <==
stage                     setup slack (ps)  std cells  total power [mW]
after floorplan                     -502.6      16370             140.4
after global placement               -5128      34777             152.7
after detailed placement             -4441      34804             152.3
after CTS                            -1294      36671             272.2
==> metal layers <==
layer	track usage, %	GRT overflow
met1	74.64	252
met2	87.19	591
met3	78.52	297
met4	76.48	492
met5	70.32	41
Power and IR drop assume default switching activity.
