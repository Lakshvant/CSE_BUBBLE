<file path="design/flow/design.v">
module adder (
    input [31:0] a, b,
    output [31:0] result
);
assign result = a + b ;
endmodule
module subtractor (
    input [31:0] a, b,
    input c_in,
output [31:0] result 
);
assign result = a - b;
endmodule
module and_gate (
input [31:0] a, b,
output [31:0] result
);
assign result = a & b;
endmodule
module or_gate (
input [31:0] a, b,
output [31:0] result
);
assign result = a | b;
endmodule
module slte (
input [31:0] a, b,
output [31:0] result
);
assign result = (a <= b) ? 1 : 0;
endmodule
module slt (
input [31:0] a, b,
output [31:0] result
);
assign result = (a < b) ? 1 : 0;
endmodule
module shift_left (
input [31:0] a,
input [4:0] b,
output [31:0] result
);
assign result = a << b;
endmodule
module shift_right (
input [31:0] a,
input [4:0] b,
output [31:0] result
);
assign result = a >> b;
endmodule
module alu (
    input [31:0] op1, op2,
    input [2:0] alu_ctrl,
    output[31:0] result
);
reg result;
wire [31:0] adder_out;
wire [31:0] sub_out;
wire [31:0] and_out;
wire [31:0] or_out;
wire [31:0] slte_out;
wire [31:0] slt_out;
wire [31:0] shift_left_out;
wire [31:0] shift_right_out;
adder adder_inst (
    .a(op1),
    .b(op2),
    .result(adder_out)
);
subtractor sub_inst (
    .a(op1),
    .b(op2),
    .c_in(1'b1),
    .result(sub_out)
);
and_gate and_inst (
    .a(op1),
    .b(op2),
    .result(and_out)
);
or_gate or_inst (
    .a(op1),
    .b(op2),
    .result(or_out)
);
slte slte_inst (
    .a(op1),
    .b(op2),
    .result(slte_out)
);
slt slt_inst (
    .a(op1),
    .b(op2),
    .result(slt_out)
);
shift_left shift_left_inst (
    .a(op1),
    .b(op2[4:0]),
    .result(shift_left_out)
);
shift_right shift_right_inst (
    .a(op1),
    .b(op2[4:0]),
    .result(shift_right_out)
);
always @(*)
begin
    case (alu_ctrl)
        3'b000: result = adder_out;  
        3'b001: result = sub_out;  
        3'b010: result = and_out;  
        3'b011: result = or_out;  
        3'b100: result = slte_out;  
        3'b101: result = slt_out;  
        3'b110: result = shift_left_out;  
        3'b111: result = shift_right_out;  
        default: result = 32'h0;  
    endcase
end
endmodule
module register_veda(
    input[4:0] read_reg_num1,
    input[4:0] read_reg_num2,
    input[4:0] write_reg,
    input[31:0] write_data,
    output[31:0] read_data1,
    output[31:0] read_data2,
    input write_enable,
    input clock,
    input mode,
    input reset
);
reg [31:0] mem[31:0];
initial begin
mem[0]=17;
mem[1]=0;
mem[2]=0;
mem[3]=0;
mem[4]=0;
mem[5]=0;
mem[6]=0;
mem[7]=0;
mem[8]=0;
mem[9]=0;
mem[10]=0;
mem[11]=0;
mem[12]=0;
mem[13]=0;
mem[14]=0;
mem[15]=0;
mem[16]=0;
mem[17]=16;
mem[18]=4;
mem[19]=2;
mem[20]=3;
mem[21]=10;
mem[22]=9;
mem[23]=11;
mem[24]=8;
mem[25]=7;
mem[26]=6;
mem[27]=1;
mem[28]=0;
mem[29]=1;
mem[30]=11;
mem[31]=0;
end
assign read_data1=mem[read_reg_num1];
assign read_data2=mem[read_reg_num2];
always @(posedge clock)
begin
  if (write_enable) begin:loop1
    mem[write_reg] = write_data;
  end     
end
always @(posedge clock) begin
end
endmodule
module datapath(
    input[4:0] read_reg_num1,
    input[4:0] read_reg_num2,
    input[4:0] write_reg,
    input[2:0] alu_control,
    input write_enable,
    input clock,
    input reset,
    input mode,
    input [15:0] immediate,
    input imm_ctrl,
    input lw_ctrl,
    input sw_ctrl,
    output[31:0] result
);
    wire [31:0]read_data1;
    wire [31:0]read_data2;
        wire[31:0] result2;
    wire[4:0] write_reg1;
    wire[31:0] read_data12;
    wire[31:0] read_data22;
   register_veda reg_file_module(
    read_reg_num1,
    read_reg_num2,
    write_reg1,
    result,
    read_data1,
    read_data2,
    write_enable,
    clock,
    mode,
    reset
    );
    reg[31:0] rdata2;
    reg[31:0] rdata1;
    reg[4:0]  reg_write;
    reg[31:0] result1;
    always@(*) begin
    rdata1=read_data1;
    rdata2=read_data2;
    reg_write=write_reg;
    if(imm_ctrl) begin:loop1
    rdata1=immediate;
    rdata2=read_data2;
    end
    if(lw_ctrl) begin:loop3
    reg_write=read_reg_num1;
    rdata1=32'b0;
    rdata2=read_data2;
    end
    if(sw_ctrl) begin:loop5
    reg_write=read_reg_num2;
    rdata1=read_data1;
    rdata2=32'b0;
    end
    end
    assign read_data12=rdata1;
    assign read_data22=rdata2;
    assign write_reg1=reg_write;
    alu alu_module(read_data12,read_data22, alu_control, result);
endmodule
</file>
<file path="design/flow/run.sh">
#!/bin/bash
# OpenROAD 26Q1-2900-gdf79404cd8, Yosys 0.63+post, stock flow scripts
make -C /OpenROAD-flow-scripts/flow DESIGN_CONFIG=/design/flow/config.mk WORK_HOME=/design/flow/orfs finish
</file>
<file path="design/flow/config.mk">
export PLATFORM = sky130hd
export DESIGN_NAME = datapath
export DESIGN_NICKNAME = datapath
export VERILOG_FILES = /design/flow/design.v
export SDC_FILE = /design/flow/constraint.sdc
export NUM_CORES = 4
export LEC_CHECK = 1
export CORE_UTILIZATION = 40
</file>
<file path="design/flow/constraint.sdc">
current_design datapath

set clk_period 21.7
set clk_io_pct 0.2

create_clock -name clk0 -period $clk_period [get_ports {clock}]

set non_clock_inputs [all_inputs -no_clocks]
set_input_delay [expr $clk_period * $clk_io_pct] -clock clk0 $non_clock_inputs
set_output_delay [expr $clk_period * $clk_io_pct] -clock clk0 [all_outputs]
</file>
==> impl_report.txt <==
=== SYNTHESIS / PLACE & ROUTE SUMMARY ===
----------------------------------------------------
[Timing]
  RSZ-0062 raised after global routing ........................ no
  Worst-case setup margin in the final layout ........................ 5240 ps
  Final period utilization ........................ 75.9%
  Achievable frequency ........................ 60.7 MHz
  Maximum clock skew at final layout ........................ 48.0 ps
  Final tally of setup violations ........................ 0
  Final Slew Violations ........................ 0
  Max transition margin ........................ 36.9%
  Hold violation total from the final report ........................ 0
  Worst Max-Slew Pin Slew ........................ 941 ps
  Post-Route Hold Slack ........................ 1840 ps
  Setup total negative slack ........................ 0 ps
  Clock period minus worst slack ........................ 16460 ps

[Worst hold path]
  Hold Path Sink ........................ reg_file_module.mem[21][4]
  HP Class ........................ flip-flop to flip-flop
  Number of stages on the worst hold path ........................ 7
  Critical hold path startpoint ........................ reg_file_module.mem[24][2]

[Clock tree]
  CTS HTree Levels ........................ 3
  Number of resized instances in the post-cts repair step ........................ 0
  Root buffer selected by CTS ........................ sky130_fd_sc_hd__clkbuf_16
  Num Clock Sinks ........................ 1024
  Total setup buffers inserted after CTS ........................ 0
  Worst skew pair latency ........................ 720 ps
  CTS tree ........................ built
  Maximum clock path buffer count ........................ 3
  Inserted Clock Buffers ........................ 102
  Number of hold buffers added after CTS ........................ 0
  Clock transition at the registers of the reported paths ........................ 60 ps

[Layout]
  Final design utilization ........................ 45.4%
  P&R area growth vs syn ........................ 12.0%
  Count of placed standard cells in the final layout, fillers left out ........................ 5332
  Most used logic cell in the final layout ........................ sky130_fd_sc_hd__edfxtp_1
  Number of flip-flops in the largest register ........................ 1024
  Top library cells by usage in the layout, fill and taps aside ........................ sky130_fd_sc_hd__edfxtp_1 (1024), sky130_fd_sc_hd__mux4_2 (568), sky130_fd_sc_hd__nand2_1 (220)
  Fraction of final layout cells sized beyond drive strength 1 ........................ 29.0%

[Power and ir drop]
  Internal power component ........................ 0.00368 W
  Relative contribution of combinational cells to total power ........................ 18.5%
  Clock share of power ........................ 35.7%
  Static Leakage ........................ 20.5 nW
  Fraction of power spent switching nets ........................ 27.5%
  Sequential share of power ........................ 45.7%
  Net Switching ........................ 0.00139 W
  Maximum vdd drop ........................ 0.0628 mV
  Pwr Density ........................ 82.2 nW/um^2

[Placement]
  Weighted congestion reported at the end of routability-driven placement ........................ 0.962
  Number of instances in the placed design ........................ 5142
  HPWL Detailed ........................ 113000 um
  Post-place setup slack ........................ 5190 ps
  Port-buffer cells ........................ 70

[Route]
  Violation count after the first detailed-route iteration ........................ 2436
  Antenna fix cells ........................ 0
  Via count of the routed design ........................ 33700
  Detailed-route DRC error count ........................ 0
  Routed Wire Length ........................ 176000 um
  Routed WL per cell ........................ 32.9 um
  Remaining antenna violation count ........................ 0
  Via density ........................ 6.32
  1st-pass router iterations ........................ 7

[Yosys]
  Number of standard cells after synthesis ........................ 3383
  Synth warnings ........................ 3
  Synth Cell Area ........................ 55000 sq um
  Seq share, synth ........................ 55.9%
  Count of library flops with an enable pin ........................ 1024
  Synth Flop Type ........................ sky130_fd_sc_hd__edfxtp_1
  Mean instance size in the synthesized netlist ........................ 16.3 sq um
  Distinct cell type count of the synthesized netlist ........................ 86
  Total cell area reported by yosys after synthesis ........................ 55000 sq um
  Cells in synth_stat.txt ........................ 3383
  Async SR Flop Fraction ........................ 0%
  Number of synthesized register bits ........................ 1024

[Setup path]
  Worst R2R End ........................ reg_file_module.mem[20][31]
  Worst flop-to-flop path startpoint ........................ reg_file_module.mem[3][1]
  CP endpoint kind ........................ output port
  Req. time, crit path ........................ 17360 ps
  CP Class ........................ input pin to output port
  WP data arrival ........................ 12120 ps
  Depth of the most critical reg-to-reg path ........................ 20
  Crit-path max FO ........................ 43
  R2r setup slk ........................ 14890 ps
  Kind of launch point of the worst setup path ........................ input pin

[Floorplan]
  Placeable core area ........................ 136000 sq um
  Std-Cell Rows ........................ 135
  Io pins ........................ 73
  Vertical extent of the die ........................ 373 um
  Floorplan Utilization ........................ 40.5%
  Die Footprint ........................ 139000 sq um
  Die width ........................ 373 um

[GRT]
  Pin count of the biggest net entering global routing ........................ 60
  Initial antenna violation count ........................ 2
  Grt ovf ........................ 0
  Via count of the first global-routing pass ........................ 36800
  Total GRT Usage ........................ 27.7%
  Wire length of the first global-routing pass ........................ 254000 um

[Job]
  Max-Cap Viols ........................ 0
  Tool warnings ........................ 93

[Outcome]
  Outcome ........................ finished, final reports clean

----------------------------------------------------
[critical path: stages]
cell	delay (ps)
sky130_fd_sc_hd__buf_8	270
sky130_fd_sc_hd__buf_4	610
sky130_fd_sc_hd__buf_4	690
sky130_fd_sc_hd__buf_4	590
sky130_fd_sc_hd__mux4_2	400
sky130_fd_sc_hd__mux4_2	480
sky130_fd_sc_hd__nand2b_1	80
sky130_fd_sc_hd__nand2_1	220
sky130_fd_sc_hd__nand2_1	240
sky130_fd_sc_hd__ha_1	380
sky130_fd_sc_hd__a21oi_1	180
sky130_fd_sc_hd__o31ai_1	80
sky130_fd_sc_hd__nor3_1	660
sky130_fd_sc_hd__a211oi_1	270
sky130_fd_sc_hd__o2111ai_1	420
sky130_fd_sc_hd__a31oi_1	260
sky130_fd_sc_hd__o22ai_1	210
sky130_fd_sc_hd__xnor2_1	140
sky130_fd_sc_hd__nor2_1	60
sky130_fd_sc_hd__a311o_1	380
sky130_fd_sc_hd__nand4_1	100
sky130_fd_sc_hd__buf_4	360
sky130_fd_sc_hd__clkdlybuf4s50_1	610
[final cells by class]
class | count | area, sq um
Fill cell | 11600 | 74300
Sequential cell | 1024 | 30700
Multi-Input combinational cell | 2010 | 23000
Clock buffer | 120 | 2620
Tap cell | 1781 | 2230
Timing Repair Buffer | 224 | 1870
Clock inverter | 70 | 818
Inverter | 103 | 392
[routing by layer]
layer  GRT usage, %  up-vias  wire length, um
met5           1.12        -              175
met4           6.84        6             5780
met3           21.8      337            32400
met2           39.7     2299            79700
met1           33.2    16900            57400
li1               -    14200                -
[power by group through the flow]
| stage | sequential (W) | clock, W | combinational (W) |
|---|---|---|---|
| CTS | 0.00232 | 0.00184 | 0.000929 |
| global route | 0.00232 | 0.00191 | 0.00101 |
| finish | 0.00232 | 0.00181 | 0.000939 |
[cells in the mapped netlist (all sizes together), types with 56 or more instances]
cell type	count	area (sq um)
nor2	169	639
ha	97	1210
o21ai	84	420
mux2	56	634
edfxtp	1024	30700
buf	155	942
inv	102	383
a21oi	139	703
clkbuf	91	342
mux4	568	12800
mux2i	140	1420
nand2	221	832
[through the flow]
stage	total power, W	area, sq um
2_1_floorplan	0.00293	55000
5_1_grt	0.00524	61700
4_1_cts	0.00509	61700
3_5_place_dp	0.00328	58200
3_3_place_gp	0.00329	58200
6_report	0.00507	61700
[worst max-delay path by stage]
stage     slack (ps)  cells past startpoint             start    endpoint
6_report        5240                     23  read_reg_num2[1]  result[29]
5_1_grt         4530                     24  read_reg_num1[0]  result[31]
4_1_cts         5140                     24  read_reg_num1[0]  result[31]
[cell families after synthesis]
kind of cell | after synthesis | share of synthesized area (%)
flip-flops | 1024 | 55.9
multiplexers | 764 | 27.0
buffers and inverters | 349 | 3.03
AND/OR/NAND/NOR | 603 | 4.98
AND-OR/OR-AND | 513 | 6.38
adder cells (fa/ha/maj) | 99 | 2.28
XOR/XNOR | 31 | 0.493
Power is estimated from default activity; no workload was simulated.
