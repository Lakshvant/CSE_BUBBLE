--- ./run.sh ---
#!/bin/bash
# OpenROAD 26Q1-2900-gdf79404cd8, Yosys 0.63+post, stock flow scripts
make -C /OpenROAD-flow-scripts/flow DESIGN_CONFIG=/design/flow/config.mk WORK_HOME=/design/flow/orfs finish
--- ./constraint.sdc ---
current_design memory_veda

set clk_period 10.1
set clk_io_pct 0.2

create_clock -name clk0 -period $clk_period [get_ports {clock}]

set non_clock_inputs [all_inputs -no_clocks]
set_input_delay [expr $clk_period * $clk_io_pct] -clock clk0 $non_clock_inputs
set_output_delay [expr $clk_period * $clk_io_pct] -clock clk0 [all_outputs]
--- ./design.v ---
module memory_veda(
    input[4:0] read_reg_num1,
    input[4:0] read_reg_num2,
    input[4:0] write_reg,
    input[31:0] write_data,
    output[31:0] read_data1,
    output[31:0] read_data2,
    input write_enable,
    input clock,
    input mode,
    input reset
);
reg [31:0] mem[256:0];
initial begin
end
assign read_data1=mem[read_reg_num1];
assign read_data2=mem[read_reg_num2];
always @(posedge clock)
begin
  if (write_enable) begin:loop1
    mem[write_reg] = write_data;
  end     
end
always @(posedge clock) begin
end
endmodule
--- ./config.mk ---
export PLATFORM = sky130hd
export DESIGN_NAME = memory_veda
export DESIGN_NICKNAME = memory_veda
export VERILOG_FILES = /design/flow/design.v
export SDC_FILE = /design/flow/constraint.sdc
export NUM_CORES = 4
export LEC_CHECK = 1
export CORE_UTILIZATION = 50
export SYNTH_MEMORY_MAX_BITS = 65536
==> results.yml <==
# flow metrics
cells_and_area:
  fin_area_um2: 54600
  syn_to_final_growth_pct: 11.9
  largest_register_ffs: 1024
  drive_above_1_share_pct: 8.93
  final_core_util_pct: 56.5
synthesis:
  ff_type: "edfxtp_1"
  yosys_cells: 3393
  synth_flops: 1024
  largest_area_cell: "edfxtp_1"
  yosysTopAreaCellShare_pct: 63.0
  netlist_top_cells_count: "edfxtp_1, mux2i_1, nand2_1, nand3_1"
  ys_async_sr_fraction_pct: 0
  yosysWarnings: 1
  edf_count: 1024
  synthCells: 3393
  syn_area_um2: 48800
  yosysSeqAreaShare_pct: 63.0
  synth.avg_cell_area_um2: 14.4
  synth_chip_area_um2: 48800
  ys_top_cells_by_area: "edfxtp_1, mux2i_1, a22oi_1, a22o_1, nand3_1"
  netlist-cell-type-count: 23
critical_path:
  crit_arrival_ns: 5.75
  cp-start-kind: "input pin"
  cp_max_fo: 41
  criticalPathCategory: "input pin to output pin"
  cp-end-kind: "output pin"
  crit_required_ns: 8.08
floorplan:
  die_area_um2: 98900
  core_area_um2: 96700
  die_x_um: 314
  die_h_um: 314
  ios: 115
  rows: 114
  fp_util_pct: 50.5
clock_tree:
  clk_pin_slew_ns: 0.06
  root_buffer: "clkbuf_16"
  tritoncts: "done"
  ctsResizeCount: 0
  cts_buffer_depth: 3
  hold_buffers: 0
  numCtsBuffers: 106
  cts_sinks: 1024
  cts_max_level: 3
  post_cts_buffers: 0
placement:
  portBuffers: 112
  dp_hpwl_um: 80200
  gp_congestion: 0.869
  placed_area_um2: 51300
timing:
  worstMarginPinSlew_ns: 1.01
  drv_slew: 0
  finalCriticalPeriod_ns: 7.77
  setup_viol: 0
  tns_ns: 0
  period_used_pct: 77.0
  fin_hold_ws_ns: 2.16
  fmax_mhz: 129
  rsz0062_at_grt: "false"
  max-slew-margin-rel_pct: 32.2
  timing.final.hold_violations: 0
job:
  cap_violations: 0
  warning_count: 40
routing:
  dr.pass1.iters: 6
  wirelength_um: 147000
  detail_route.drc_violations: 0
  num_vias: 30900
  ant_nets: 0
  vias_per_cell: 6.39
  wl_per_cell_um: 30.4
  dr.first_iter.drc_count: 1912
run_status:
  outcome: "finished, final reports clean"
hold_path:
  hold_path_class: "input pin to register"
grt:
  grt_usage_pct: 32.8
  grt_max_degree: 104
  grt_pass1_wl_um: 213000
  grt_pass1_vias: 32600
  antenna_found_initial: 6
  grt_overflow: 0
power:
  ir_worst_vdd_uv: 133
  p_leak_uw: 0.0201
  p_per_area_nw_per_um2: 171
==> layout make-up <==
cell class / count / area, um^2
Clock buffer: 130 / 2790
Sequential cell: 1024 / 30700
Fill cell: 7214 / 42100
Tap cell: 1276 / 1600
Clock inverter: 63 / 503
Timing Repair Buffer: 233 / 2190
Antenna cell: 4 / 10.0
Multi-Input combinational cell: 2113 / 16800
==> final timing paths <==
check / startpoint / cells past startpoint / endpoint / slack, ns
max: read_reg_num2[0] / 8 / read_data2[5] / 2.33
min: write_data[26] / 2 / mem[9][26]$_DFFE_PP_ / 2.16
==> cell usage in the layout (no fill, tap or decap), types with 2 or more instances in the layout <==
master           netlist  layout
nor3_2                 0       8
buf_12                 0      12
a21oi_1              192     192
buf_8                  0       2
nand2_1              197     195
clkdlybuf4s50_1        0     110
clkbuf_16              0     108
nor2_4                 0      26
mux2i_1             1024    1024
clkbuf_1              81      22
a31oi_1               64      64
nand4b_1               2       2
nand2_2                0       2
clkinv_2               0      28
edfxtp_1            1024    1024
diode_2                0       4
nor2_1                28       2
and2_4                 0       2
or2_2                  2       2
clkinv_1               0      24
nor3_1                72      64
bufinv_16              0       8
nor2b_4                0       4
nand3_1              194     194
a22oi_1              192     192
nand2b_2               0       4
buf_4                 48     109
nand2b_1               9       5
a22o_1               128     128
==> report_power, final <==
group	internal [uW]	switching, uW	total [uW]
Clock	2150	1600	3740
Combinational	325	542	867
Sequential	4730	20.4	4750
==> per-layer routing <==
| metal | vias up | GRT usage [%] | part of all wire, % |
|---|---|---|---|
| met1 | 15100 | 42.4 | 35 |
| met3 | 304 | 23.8 | 17 |
| met2 | 1945 | 46.1 | 45 |
| li1 | 13600 | - | - |
| met4 | 8 | 8.61 | 3.2 |
| met5 | - | 1.02 | 0.081 |
==> stage by stage <==
stage	worst slack (ns)	total power, uW	std cells
5_1_grt	2.33	9630	4841
3_3_place_gp	2.46	5680	4646
2_1_floorplan	4.81	5330	3393
4_1_cts	2.46	9400	4839
6_report	2.33	9360	4843
3_5_place_dp	2.46	5690	4646
==> critical path, cell delays in order <==
cell and delay [ns]:
clkdlybuf4s50_1 0.65, nor2b_4 0.84, buf_4 0.73, a22o_1 0.26, nor3_1 0.06, a31oi_1 0.28
nand3_1 0.36, clkdlybuf4s50_1 0.53
==> kinds of logic after synthesis <==
| group | count (synthesis) | synth area share [%] |
|---|---|---|
| mux | 1024 | 21.0 |
| flops | 1024 | 63.0 |
| compound gates | 576 | 8.04 |
| simple gates | 513 | 4.75 |
| buf+inv | 256 | 3.24 |
Power figures rest on the tool's default switching activity, not on a simulated workload.
